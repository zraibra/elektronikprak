## ./run.sh

```bash
#!/bin/bash
# OpenROAD 26Q1-2900-gdf79404cd8, Yosys 0.63+post, stock flow scripts
make -C /OpenROAD-flow-scripts/flow DESIGN_CONFIG=/design/flow/config.mk WORK_HOME=/design/flow/orfs finish
```

## ./config.mk

```make
export PLATFORM = sky130hd
export DESIGN_NAME = ampel_sp
export DESIGN_NICKNAME = ampel_sp
export VERILOG_FILES = /design/flow/design.v
export SDC_FILE = /design/flow/constraint.sdc
export NUM_CORES = 4
export LEC_CHECK = 1
export CORE_AREA = 10 10 99 99
export DIE_AREA = 0 0 109 109
```

## ./constraint.sdc

```tcl
current_design ampel_sp

set clk_period 1.0
set clk_io_pct 0.2

create_clock -name clk0 -period $clk_period [get_ports {clk}]

set non_clock_inputs [all_inputs -no_clocks]
set_input_delay [expr $clk_period * $clk_io_pct] -clock clk0 $non_clock_inputs
set_output_delay [expr $clk_period * $clk_io_pct] -clock clk0 [all_outputs]
```

## ./design.v

```verilog
module ampel_sp(
  input clk,
  input reset,
  input hs_f_an,
  input ns_f_an,
  input ready,
  input [4:0] count,
  output reg hs_rt,
  output reg hs_ge,
  output reg hs_gr,
  output reg ns_rt,
  output reg ns_ge,
  output reg ns_gr,
  output reg hs_f_sg,
  output reg hs_f_rt,
  output reg hs_f_gr,
  output reg ns_f_sg,
  output reg ns_f_rt,
  output reg ns_f_gr,
  output reg load,
  output reg [4:0] init
  );
  parameter HS_RGelb_Setup    = 5'd0,
            HS_RGelb_NS_Rot   = 5'd1,
            HS_Gruen_Setup    = 5'd2,
            HS_Gruen_NS_Rot   = 5'd3,
            HS_Gelb_Setup     = 5'd4,
            HS_Gelb_NS_Rot    = 5'd5,
            HS_Rot_Setup      = 5'd6,
            HS_Rot_NS_Rot     = 5'd7,
            NS_RGelb_Setup    = 5'd8,
            NS_RGelb_HS_Rot   = 5'd9,
            NS_Gruen_Setup    = 5'd10,
            NS_Gruen_HS_Rot   = 5'd11,
            NS_Gelb_Setup     = 5'd12,
            NS_Gelb_HS_Rot    = 5'd13,
            NS_Rot_Setup      = 5'd14,
            NS_Rot_HS_Rot     = 5'd15,
            HS_F_Setup        = 5'd16,
            HS_F              = 5'd17,
            NS_F_Setup        = 5'd18,
            NS_F              = 5'd19;
  reg [4:0] state;
  reg [4:0] nextstate;
  always @ ( posedge clk ) begin
    if(reset)
      state <= NS_Rot_Setup;
    else
      state <= nextstate;
  end
  always @ ( * ) begin
    case(state)
      HS_RGelb_Setup: begin nextstate <= HS_RGelb_NS_Rot; end
      HS_RGelb_NS_Rot: begin
                        if(ready) nextstate <= HS_Gruen_Setup;
                        else nextstate <= HS_RGelb_NS_Rot;
                       end
      HS_Gruen_Setup: begin nextstate <= HS_Gruen_NS_Rot; end
      HS_Gruen_NS_Rot: begin
                        if(ready) nextstate <= HS_Gelb_Setup;
                        else if(hs_f_an) begin
                                            if(count > 5) nextstate <= HS_F_Setup;
                                            else nextstate <= HS_F;
                                         end
                        else nextstate <= HS_Gruen_NS_Rot;
                       end
      HS_Gelb_Setup: begin nextstate <= HS_Gelb_NS_Rot; end
      HS_Gelb_NS_Rot: begin
                          if(ready) nextstate <= HS_Rot_Setup;
                          else nextstate <= HS_Gelb_NS_Rot;
                      end
      HS_Rot_Setup: begin nextstate <= HS_Rot_NS_Rot; end
      HS_Rot_NS_Rot: begin
                        if(ready) nextstate <= NS_RGelb_Setup;
                        else nextstate <= HS_Rot_NS_Rot;
                     end
      NS_RGelb_Setup: begin nextstate <= NS_RGelb_HS_Rot; end
      NS_RGelb_HS_Rot: begin
                        if(ready) nextstate <= NS_Gruen_Setup;
                        else nextstate <= NS_RGelb_HS_Rot;
                       end
      NS_Gruen_Setup: begin nextstate <= NS_Gruen_HS_Rot; end
      NS_Gruen_HS_Rot: begin
                        if(ready) nextstate <= NS_Gelb_Setup;
                        else if(ns_f_an) begin
                                          if(count > 5) nextstate <= NS_F_Setup;
                                          else nextstate <= NS_F;
                                         end
                       else nextstate <= NS_Gruen_HS_Rot;
                     end
      NS_Gelb_Setup: begin nextstate <= NS_Gelb_HS_Rot; end
      NS_Gelb_HS_Rot: begin
                       if(ready) nextstate <= NS_Rot_Setup;
                       else nextstate <= NS_Gelb_HS_Rot;
                      end
      NS_Rot_Setup: begin nextstate <= NS_Rot_HS_Rot; end
      NS_Rot_HS_Rot: begin
                       if(ready) nextstate <= HS_RGelb_Setup;
                       else nextstate <= NS_Rot_HS_Rot;
                     end
      HS_F_Setup: begin nextstate <= HS_F; end
      HS_F: begin
              if(ready) nextstate <= HS_Gelb_Setup;
              else nextstate <= HS_F;
            end
      NS_F_Setup: begin nextstate <= NS_F; end
      NS_F: begin
              if(ready) nextstate <= NS_Gelb_Setup;
              else nextstate <= NS_F;
            end
    endcase
  end
always @ ( * ) begin
  case(state)
    NS_Gelb_Setup: begin
      hs_rt <= 1;
      hs_ge <= 0;
      hs_gr <= 0;
      ns_rt <= 0;
      ns_ge <= 1;
      ns_gr <= 0;
      hs_f_sg <= 0;
      hs_f_rt <= 1;
      hs_f_gr <= 0;
      ns_f_sg <= 0;
      ns_f_rt <= 1;
      ns_f_gr <= 0;
      load <= 1;
      init <= 5'd1;
    end
    NS_Gelb_HS_Rot: begin
      hs_rt <= 1;
      hs_ge <= 0;
      hs_gr <= 0;
      ns_rt <= 0;
      ns_ge <= 1;
      ns_gr <= 0;
      hs_f_sg <= 0;
      hs_f_rt <= 1;
      hs_f_gr <= 0;
      ns_f_sg <= 0;
      ns_f_rt <= 1;
      ns_f_gr <= 0;
      load <= 0;
      init <= 5'd0;
    end
    NS_Rot_Setup: begin
      hs_rt <= 1;
      hs_ge <= 0;
      hs_gr <= 0;
      ns_rt <= 1;
      ns_ge <= 0;
      ns_gr <= 0;
      hs_f_sg <= 0;
      hs_f_rt <= 1;
      hs_f_gr <= 0;
      ns_f_sg <= 0;
      ns_f_rt <= 1;
      ns_f_gr <= 0;
      load <= 1;
      init <= 5'd1;
    end
    NS_Rot_HS_Rot: begin
      hs_rt <= 1;
      hs_ge <= 0;
      hs_gr <= 0;
      ns_rt <= 1;
      ns_ge <= 0;
      ns_gr <= 0;
      hs_f_sg <= 0;
      hs_f_rt <= 1;
      hs_f_gr <= 0;
      ns_f_sg <= 0;
      ns_f_rt <= 1;
      ns_f_gr <= 0;
      load <= 0;
      init <= 5'd0;
    end
    HS_RGelb_Setup: begin
      hs_rt <= 1;
      hs_ge <= 1;
      hs_gr <= 0;
      ns_rt <= 1;
      ns_ge <= 0;
      ns_gr <= 0;
      hs_f_sg <= 0;
      hs_f_rt <= 1;
      hs_f_gr <= 0;
      ns_f_sg <= 0;
      ns_f_rt <= 1;
      ns_f_gr <= 0;
      load <= 1;
      init <= 5'd1;
    end
    HS_RGelb_NS_Rot: begin
      hs_rt <= 1;
      hs_ge <= 1;
      hs_gr <= 0;
      ns_rt <= 1;
      ns_ge <= 0;
      ns_gr <= 0;
      hs_f_sg <= 0;
      hs_f_rt <= 1;
      hs_f_gr <= 0;
      ns_f_sg <= 0;
      ns_f_rt <= 1;
      ns_f_gr <= 0;
      load <= 0;
      init <= 5'd0;
    end
    HS_Gruen_Setup: begin
      hs_rt <= 0;
      hs_ge <= 0;
      hs_gr <= 1;
      ns_rt <= 1;
      ns_ge <= 0;
      ns_gr <= 0;
      hs_f_sg <= 0;
      hs_f_rt <= 1;
      hs_f_gr <= 0;
      ns_f_sg <= 0;
      ns_f_rt <= 0;
      ns_f_gr <= 1;
      load <= 1;
      init <= 5'd15;
    end
    HS_Gruen_NS_Rot: begin
      hs_rt <= 0;
      hs_ge <= 0;
      hs_gr <= 1;
      ns_rt <= 1;
      ns_ge <= 0;
      ns_gr <= 0;
      hs_f_sg <= 0;
      hs_f_rt <= 1;
      hs_f_gr <= 0;
      ns_f_sg <= 0;
      ns_f_rt <= 0;
      ns_f_gr <= 1;
      load <= 0;
      init <= 5'd0;
    end
    HS_Gelb_Setup: begin
      hs_rt <= 0;
      hs_ge <= 1;
      hs_gr <= 0;
      ns_rt <= 1;
      ns_ge <= 0;
      ns_gr <= 0;
      hs_f_sg <= 0;
      hs_f_rt <= 1;
      hs_f_gr <= 0;
      ns_f_sg <= 0;
      ns_f_rt <= 1;
      ns_f_gr <= 0;
      load <= 1;
      init <= 5'd1;
    end
    HS_Gelb_NS_Rot: begin
      hs_rt <= 0;
      hs_ge <= 1;
      hs_gr <= 0;
      ns_rt <= 1;
      ns_ge <= 0;
      ns_gr <= 0;
      hs_f_sg <= 0;
      hs_f_rt <= 1;
      hs_f_gr <= 0;
      ns_f_sg <= 0;
      ns_f_rt <= 1;
      ns_f_gr <= 0;
      load <= 0;
      init <= 5'd0;
    end
    HS_Rot_Setup: begin
      hs_rt <= 1;
      hs_ge <= 0;
      hs_gr <= 0;
      ns_rt <= 1;
      ns_ge <= 0;
      ns_gr <= 0;
      hs_f_sg <= 0;
      hs_f_rt <= 1;
      hs_f_gr <= 0;
      ns_f_sg <= 0;
      ns_f_rt <= 1;
      ns_f_gr <= 0;
      load <= 1;
      init <= 5'd1;
    end
    HS_Rot_NS_Rot: begin
      hs_rt <= 1;
      hs_ge <= 0;
      hs_gr <= 0;
      ns_rt <= 1;
      ns_ge <= 0;
      ns_gr <= 0;
      hs_f_sg <= 0;
      hs_f_rt <= 1;
      hs_f_gr <= 0;
      ns_f_sg <= 0;
      ns_f_rt <= 1;
      ns_f_gr <= 0;
      load <= 0;
      init <= 5'd0;
    end
    NS_RGelb_Setup: begin
      hs_rt <= 1;
      hs_ge <= 0;
      hs_gr <= 0;
      ns_rt <= 1;
      ns_ge <= 1;
      ns_gr <= 0;
      hs_f_sg <= 0;
      hs_f_rt <= 1;
      hs_f_gr <= 0;
      ns_f_sg <= 0;
      ns_f_rt <= 1;
      ns_f_gr <= 0;
      load <= 1;
      init <= 5'd1;
    end
    NS_RGelb_HS_Rot: begin
      hs_rt <= 1;
      hs_ge <= 0;
      hs_gr <= 0;
      ns_rt <= 1;
      ns_ge <= 1;
      ns_gr <= 0;
      hs_f_sg <= 0;
      hs_f_rt <= 1;
      hs_f_gr <= 0;
      ns_f_sg <= 0;
      ns_f_rt <= 1;
      ns_f_gr <= 0;
      load <= 0;
      init <= 5'd0;
    end
    NS_Gruen_Setup: begin
      hs_rt <= 1;
      hs_ge <= 0;
      hs_gr <= 0;
      ns_rt <= 0;
      ns_ge <= 0;
      ns_gr <= 1;
      hs_f_sg <= 0;
      hs_f_rt <= 0;
      hs_f_gr <= 1;
      ns_f_sg <= 0;
      ns_f_rt <= 1;
      ns_f_gr <= 0;
      load <= 1;
      init <= 5'd15;
    end
    NS_Gruen_HS_Rot: begin
      hs_rt <= 1;
      hs_ge <= 0;
      hs_gr <= 0;
      ns_rt <= 0;
      ns_ge <= 0;
      ns_gr <= 1;
      hs_f_sg <= 0;
      hs_f_rt <= 0;
      hs_f_gr <= 1;
      ns_f_sg <= 0;
      ns_f_rt <= 1;
      ns_f_gr <= 0;
      load <= 0;
      init <= 5'd0;
    end
    HS_F_Setup: begin
      hs_rt <= 0;
      hs_ge <= 0;
      hs_gr <= 1;
      ns_rt <= 1;
      ns_ge <= 0;
      ns_gr <= 0;
      hs_f_sg <= 1;
      hs_f_rt <= 1;
      hs_f_gr <= 0;
      ns_f_sg <= 0;
      ns_f_rt <= 0;
      ns_f_gr <= 1;
      load <= 1;
      init <= 5'd5;
    end
    HS_F: begin
      hs_rt <= 0;
      hs_ge <= 0;
      hs_gr <= 1;
      ns_rt <= 1;
      ns_ge <= 0;
      ns_gr <= 0;
      hs_f_sg <= 1;
      hs_f_rt <= 1;
      hs_f_gr <= 0;
      ns_f_sg <= 0;
      ns_f_rt <= 0;
      ns_f_gr <= 1;
      load <= 0;
      init <= 5'd0;
    end
    NS_F_Setup: begin
      hs_rt <= 1;
      hs_ge <= 0;
      hs_gr <= 0;
      ns_rt <= 0;
      ns_ge <= 0;
      ns_gr <= 1;
      hs_f_sg <= 0;
      hs_f_rt <= 0;
      hs_f_gr <= 1;
      ns_f_sg <= 1;
      ns_f_rt <= 1;
      ns_f_gr <= 0;
      load <= 1;
      init <= 5'd5;
    end
    NS_F: begin
      hs_rt <= 1;
      hs_ge <= 0;
      hs_gr <= 0;
      ns_rt <= 0;
      ns_ge <= 0;
      ns_gr <= 1;
      hs_f_sg <= 0;
      hs_f_rt <= 0;
      hs_f_gr <= 1;
      ns_f_sg <= 1;
      ns_f_rt <= 1;
      ns_f_gr <= 0;
      load <= 0;
      init <= 5'd0;
    end
  endcase
end
endmodule
```

==> flow.log <==
[flow] collecting metrics
[metrics] mean post-synth cell area: 7.948 µm²
[metrics] critical path data required time: 1.10 ns
[metrics] number of inserted diodes: 0
[metrics] hold-fix buffers at CTS: 0
[metrics] type of the worst setup path: in -> reg
[metrics] non-filler instance count after layout: approximately 230
[metrics] actual transition at the worst max-transition pin: 0.5997 ns
[metrics] post-route minimum period: 0.8956 ns
[metrics] maximum clock frequency: 1117 MHz
[metrics] post-route antenna net violation count: 0
[metrics] Syn Inst Count: 105
[metrics] Tot GR Track Use: between 3 and 4%
[metrics] placeable core area: slightly below 8000 µm²
[metrics] fraction of layout instances using a drive strength above 1: 5.645%
[metrics] slowest cell on the critical path: sky130_fd_sc_hd__clkdlybuf4s50_1
[metrics] TritonCTS buffer count: 3
[metrics] max-capacitance violation count: 0
[metrics] kind of start point of the critical path: input pin
[metrics] number of warnings reported in the yosys synthesis log: 1
[metrics] DRT iter0 DRCs: 28
[metrics] count of input and output buffers: 25
[metrics] maximum number of pins on one net before global-route repair: 19
[metrics] total cell area reported by yosys after synthesis: roughly 830 µm²
[metrics] global placer's final weighted congestion: 0.7764
[metrics] Worst Setup End Kind: register
[metrics] register pins left without a clock: 19
[metrics] half-perimeter wire length of the detailed placement result: 1628 µm
[metrics] final setup vio count: 0
[metrics] Placement Rows: 32
[metrics] Clock Tree Root: sky130_fd_sc_hd__clkbuf_8
[metrics] number of unconstrained endpoints: 36
[metrics] maximum root-to-sink buffer count: 2
[metrics] result of the run: finished clean
[metrics] flops & latches, synth: 24
[metrics] remaining routing DRC violations: 0
[metrics] Synth Cell Area: 834.6 µm²
[metrics] number of antenna violations at the first check in global routing: 0
[metrics] Die Area: 11880 µm²
[metrics] Layout area overhead: 43.18%
[metrics] WL/cell: 9.168 µm
[metrics] Final WS setup: 0.1044 ns
[metrics] leftover overflow at the end of global routing: 0
[metrics] cell type group with the largest total delay on the critical path: buffers and inverters
[metrics] number of cell instances after yosys synthesis: 105
[metrics] number of hold-slack violations in the final timing report: 0
[metrics] Worst IR Drop VDD: 0.4204 mV
[metrics] clock-pin slew reported for the worst setup and hold paths after clock tree synthesis: 0.03 ns
[metrics] CP cell instances: clkdlybuf4s50_1 > or2_2
[metrics] Buf/Inv on CP: 1
[metrics] Yosys cell types: 31
[metrics] relative max-transition margin: 59.97%
[metrics] cell area reported after detailed placement: 1150 µm²
[metrics] leakage power: just under 0.5 nW
[metrics] count of instances resized after the clock tree is built: 0
[metrics] Detailed Routing Iterations Pass 1: 4
[metrics] final WL: 2072 µm
[metrics] total design power: 0.0006663 W
[metrics] detailed-route vias per instance: slightly above 3
[metrics] vias post-DR: 693
[metrics] clock tree from TritonCTS: built
[metrics] setup repair after global routing missed its margin: no
[metrics] chip height: ~110 µm
[metrics] Hold/Removal Path Class: in -> reg
[metrics] max-slew violation total from the final report: 0
[metrics] total number of H-tree levels: 1
[metrics] dpl ws: -0.1151 ns
[metrics] Setup Fix Bufs, Post-CTS: 0
[metrics] arrival time at the worst endpoint: about 1.0 ns
[metrics] placed cells: 222
[metrics] Pre-Place Util: 10.80%
[metrics] first-pass GRT wire length: 3360 µm
[metrics] Horiz. Die Dim: 109 µm
[metrics] Power per Cell Area: 557.6 nW/µm²
[metrics] Critical Path Fanout Max: 5
[metrics] OpenROAD warnings: 26
[metrics] CP max stage delay: 0.47 ns
[metrics] cell area after layout: 1195 µm²
[metrics] number of global-route vias before repair: between 600 and 700
[metrics] final worst-path cycle share: 89.56%
[metrics] I/O pins: 28
==> state kept, by name, indices dropped and copies added, names as in the netlist <==
register and count:
hs_f_gr 1, hs_rt 1, load 1, hs_gr 1, ns_rt 1, state 5, hs_ge 1, nextstate 5
hs_f_rt 1, hs_f_sg 1, ns_f_sg 1, ns_ge 1, init 3, ns_f_rt 1
==> Yosys cell counts, drive strengths merged <==
library cell,n,share of area [%]
nand4,2,1.5
a22o,1,1.0
nor3,2,1.2
and2b,1,0.90
o22ai,1,0.75
conb,1,0.45
o211ai,1,0.90
and2,3,2.2
o21a,1,0.90
a31oi,1,0.75
buf,10,7.5
a211o,1,1.0
or2,3,2.2
nor2,5,2.2
or3,2,1.5
nand2,14,6.3
nand2b,2,1.5
xor2,3,3.1
inv,5,2.2
and3,1,0.75
a22oi,1,0.90
o21ai,8,5.2
a21oi,2,1.2
a211oi,1,0.90
nor3b,1,0.90
nor2b,5,3.7
dlxtn,19,34
nand3,3,1.8
dfxtp,5,12
==> worst paths after layout <==
path	start	end	slack, ns	cells past startpoint
worst max-delay path	reset	state[2]	0.10	2
worst min-delay path	reset	state[4]	0.64	2
==> area by class of cell <==
type                            instances  area [µm²]
Inverter                                5       18.77
Timing Repair Buffer                   25       250.2
Fill cell                             863        6533
Multi-Input combinational cell         66       367.9
Clock buffer                            4       45.04
Sequential cell                        24       385.4
Tap cell                              102       127.6
==> report_power, final <==
| group | total [W] | leakage (nW) | internal, W | switching (W) |
|---|---|---|---|---|
| clock network | 0.000367 | 0.0228 | 0.000273 | 0.0000938 |
| registers | 0.000220 | 0.194 | 0.000208 | 0.0000118 |
| logic | 0.0000791 | 0.265 | 0.0000481 | 0.0000310 |
| total | 0.000666 | 0.481 | 0.000530 | 0.000137 |
==> through the flow <==
stage               util (%)  hold WS [ns]  setup TNS, ns
finish                 15.46        0.6377              0
global route           15.46        0.6555              0
CTS                    15.46        0.6373              0
detailed placement     14.88        0.8493        -0.3147
global placement       14.88        0.8104        -0.2198
floorplan                  -        0.2716              0
==> cells in the final DEF (no fill, tap or decap), types with 3 or more instances in the layout <==
cell,Yosys,routed
sky130_fd_sc_hd__and2_1,3,3
sky130_fd_sc_hd__clkbuf_8,0,3
sky130_fd_sc_hd__clkdlybuf4s50_1,0,25
sky130_fd_sc_hd__dfxtp_1,5,5
sky130_fd_sc_hd__dlxtn_1,19,19
sky130_fd_sc_hd__inv_1,5,5
sky130_fd_sc_hd__nand2_1,14,14
sky130_fd_sc_hd__nand3_1,3,3
sky130_fd_sc_hd__nor2_1,5,5
sky130_fd_sc_hd__nor2b_1,5,5
sky130_fd_sc_hd__o21ai_0,7,7
sky130_fd_sc_hd__or2_2,3,3
sky130_fd_sc_hd__xor2_1,3,3
==> metal layers <==
layer / vias to the layer above / part of all wire [%] / global-route usage [%]
met5: - / 0 / 0
met4: 0 / 0 / 0.09416
met3: 0 / 9.8 / 1.374
met2: 17 / 45 / 5.827
met1: 300 / 45 / 4.213
li1: 376 / - / -
==> kinds of logic after synthesis <==
group	Yosys count	synth area share [%]
latches	19	34.18
AND/OR/NAND/NOR	44	26.84
buffers and inverters	15	9.745
flip-flops	5	11.99
AND-OR/OR-AND	18	13.65
XOR/XNOR	3	3.149
other	1	0.4493
Power is estimated from default activity; no workload was simulated.
